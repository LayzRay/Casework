===== ./config.mk =====
export PLATFORM = sky130hd
export DESIGN_NAME = Hamming_coder
export DESIGN_NICKNAME = Hamming_coder
export VERILOG_FILES = /design/flow/design.v
export SDC_FILE = /design/flow/constraint.sdc
export NUM_CORES = 4
export LEC_CHECK = 1
export CORE_AREA = 10 10 70 70
export DIE_AREA = 0 0 80 80

===== ./constraint.sdc =====
current_design Hamming_coder

set clk_period 2.5
set clk_io_pct 0.2

create_clock -name clk0 -period $clk_period

set non_clock_inputs [all_inputs -no_clocks]
set_input_delay [expr $clk_period * $clk_io_pct] -clock clk0 $non_clock_inputs
set_output_delay [expr $clk_period * $clk_io_pct] -clock clk0 [all_outputs]

===== ./design.v =====
module Hamming_coder( 
    input  [  7 : 0 ] data_i, 	 
    output [ 15 : 0 ] package_o  
    );
    wire parity_8 = data_i[ 7 ] ^ data_i[ 6 ] ^ data_i[ 5 ] ^ data_i[ 4 ];
    wire parity_4 = data_i[ 7 ] ^ data_i[ 3 ] ^ data_i[ 2 ] ^ data_i[ 1 ];
    wire parity_2 = data_i[ 6 ] ^ data_i[ 5 ] ^ data_i[ 3 ] ^ data_i[ 2 ] ^ data_i[ 0 ];
    wire parity_1 = data_i[ 6 ] ^ data_i[ 4 ] ^ data_i[ 3 ] ^ data_i[ 1 ] ^ data_i[ 0 ];
    wire [ 14 : 0 ] temporary = { 3'b000, data_i[ 7 : 4 ], parity_8, data_i[ 3 : 1 ], parity_4 , data_i[ 0 ], parity_2 , parity_1 };
    assign package_o = { temporary, ^temporary };
endmodule

===== ./run.sh =====
#!/bin/bash
# OpenROAD 26Q1-2900-gdf79404cd8, Yosys 0.63+post, stock flow scripts
make -C /OpenROAD-flow-scripts/flow DESIGN_CONFIG=/design/flow/config.mk WORK_HOME=/design/flow/orfs finish

==> out/qor.yml <==
layout-drive-gt1-share_pct: 38.3
place.gp.congestion: 0.765
run_status: "completed"
gr-total-overflow: 0
yosysWarnings: 0
p_seq_share_pct: 0
post_route_minimum_period_ps: 2440
timing_worst_setup_path_type: "in -> out"
dr_total_vias: 223
worstSetupStartpointType: "primary input"
top_cells_by_count: "sky130_fd_sc_hd__buf_4 (15), sky130_fd_sc_hd__xnor2_1 (8), sky130_fd_sc_hd__xnor3_1 (2), sky130_fd_sc_hd__xor2_1 (2)"
path_max_fanout: 2
synth_largest_type_area_fraction_pct: 42.5
die.size.x_um: 80
critPathCaptureType: "output pin"
worstHoldPathCells: 2
netSwitchingFraction_pct: 29.2
maxCapViolations: 0
max_freq_ghz: 0.410
n_fill_cell: 397
comb_area_um2: 221
power_per_cell_area_mw_per_mm2: 270
detail_route.iter0.violations: 2
count_of_distinct_cell_types_in_the_synthesized_netlist: 6
crit_required_ps: 2000
number_of_port_buffers: 21
final_max_slew_viol_count: 0
grt_antenna_before_repair: 0
synthesis.instances: 29
netlist.top_cell.by_instances: "sky130_fd_sc_hd__buf_4"
route.antenna.diode_count: 0
power.ir.vdd_worst_mv: 0.0764
totalPowerFinal_mw: 0.149
area_growth_pct: 108
layout_worst_path_cycle_share_pct: 97.5
timing.setup.tns_ps: 0
placementRows: 21
drtAntennaViolNets: 0
yosysChipArea_um2: 265
detailedPlacementHpwl_um: 678
coreArea_mm2: 0.00342
worst_hold_path_type: "in -> out"
seq_cells: 0
avgSynthCellArea_um2: 9.15
grt_setup_unrepaired: "no"
cellInternalPower_mw: 0.105
warnings: 32
design.portCount: 24
synth.cell_area_um2: 265
grt_pass1_wl_um: 1090
grt_util_all_layers_pct: 2.13
clock_buffers: 0
chipArea_mm2: 0.00640
grt_start_max_net_pins: 4
share_comb_of_total_power_pct: 100.0
worstHoldStart: "data_i[1]"
setup_viol: 0
synth_area_leader_cell: "sky130_fd_sc_hd__buf_4"
ys_top_cells_by_area: "sky130_fd_sc_hd__buf_4 (42%), sky130_fd_sc_hd__xnor2_1 (26%), sky130_fd_sc_hd__xnor3_1 (17%)"
final_hold_viol_count: 0
postLayoutCoreUtil_pct: 16.2
finalHoldWorstSlack_ps: 1730
fp-utilization_pct: 7.77
first_global_vias: 235
finalWirelength_um: 807
vias_per_cell: 2.40
sequential_cell_area_um2: 0
worstPathArrival_ps: 1940
power.clock.fraction_pct: 0
p_switching_mw: 0.0435
synth_stat.cells: 29
setup.worst_path.start: "data_i[2]"
remaining_drc_errors: 0
first_pass_iters: 2
synth_seq_share_pct: 0
wire_per_inst_um: 8.68
die_y_um: 80
leak_nw: 0.239
## through the flow
step	setup slack, ps	instance area, µm²	cells
6_report	62.1	552	93
5_1_grt	0.168	552	93
4_1_cts	17.0	544	93
3_5_place_dp	-326	480	90
3_3_place_gp	-313	480	90
2_1_floorplan	793	273	31
## cell usage in the layout (no fill, tap or decap)
cell type and n:
sky130_fd_sc_hd__buf_2 1, sky130_fd_sc_hd__xor2_1 1, sky130_fd_sc_hd__conb_1 3, sky130_fd_sc_hd__xnor3_1 1
sky130_fd_sc_hd__xor2_2 1, sky130_fd_sc_hd__xnor2_1 4, sky130_fd_sc_hd__xnor2_2 3, sky130_fd_sc_hd__clkdlybuf4s50_1 14
sky130_fd_sc_hd__dlygate4sd2_1 6, sky130_fd_sc_hd__xnor2_4 2, sky130_fd_sc_hd__xnor3_2 1, sky130_fd_sc_hd__buf_4 10
## what timing repair did
| item | CTS | global route |
|---|---|---|
| hold buffers | 0 | 0 |
| pin swaps | 7 | 2 |
| setup buffers | 3 | 0 |
| endpoints found under the setup margin | 5 | 3 |
| resized | 16 | 1 |
## final cells by class
class / count / area share, %
well taps: 46 / 10.4
multi-input cells: 16 / 40.1
repair buffers: 31 / 49.4
## layer usage
layer  GRT usage [%]  part of all wire (%)  routed length [µm]
met3            1.36                    22                 178
met4               0                     0                   0
met1            3.32                    48                 390
met5               0                     0                   0
met2            2.41                    29                 238
## critical path, stage by stage
cell and delay, ps:
sky130_fd_sc_hd__clkdlybuf4s50_1 480, sky130_fd_sc_hd__xnor3_1 440, sky130_fd_sc_hd__xnor2_2 150, sky130_fd_sc_hd__buf_4 130, sky130_fd_sc_hd__xnor2_1 120, sky130_fd_sc_hd__buf_2 110
## power groups by stage
stage / Clock [mW] / Combinational (mW) / Sequential [mW]
after CTS: 0 / 0.153 / 0
after global routing: 0 / 0.163 / 0
final: 0 / 0.149 / 0
## cell families after synthesis
kind of cell  after synthesis  synth area share (%)
other cells                 1                  1.41
buf+inv                    15                  42.5
xor+xnor                   13                  56.1
## worst paths after layout
kind	endpoint	slack (ps)
setup / recovery	package_o[0]	60
hold / removal	package_o[5]	1730
Power and IR drop assume default switching activity.
